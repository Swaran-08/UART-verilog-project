<file path="flow/design.v">
`timescale 1ns/1ps
module baud_generator(
    input clk,
    input rst,
    output reg tx_enb,
    output reg rx_enb
);
    reg [5:0] counter_tx;   
    reg [1:0] counter_rx;   
    always @(posedge clk) begin
        if (rst) begin
            counter_tx <= 0;
            tx_enb <= 0;
        end
        else begin
            if (counter_tx == 6'd47) begin
                counter_tx <= 0;
                tx_enb <= 1'b1;
            end
            else begin
                counter_tx <= counter_tx + 1'b1;
                tx_enb <= 1'b0;
            end
        end
    end
    always @(posedge clk) begin
        if (rst) begin
            counter_rx <= 0;
            rx_enb <= 0;
        end
        else begin
            if (counter_rx == 2'd2) begin
                counter_rx <= 0;
                rx_enb <= 1'b1;
            end
            else begin
                counter_rx <= counter_rx + 1'b1;
                rx_enb <= 1'b0;
            end
        end
    end
endmodule
`timescale 1ns/1ps
module uart_transmitter(
    input clk,
    input rst,
    input tx_enb,
    input wr_en,
    input [7:0] data_in,
    output reg tx,
    output busy
);
    parameter idle_state  = 2'b00;
    parameter start_state = 2'b01;
    parameter data_state  = 2'b10;
    parameter stop_state  = 2'b11;
    reg [7:0] data;
    reg [2:0] index;
    reg [1:0] state;
    assign busy = (state != idle_state);
    always @(posedge clk) begin
        if (rst) begin
            tx <= 1'b1;
            state <= idle_state;
            data <= 8'b0;
            index <= 3'b0;
        end
        else begin
            case (state)
                idle_state: begin
                    tx <= 1'b1;
                    if (wr_en) begin
                        state <= start_state;
                        data <= data_in;
                        index <= 3'b0;
                    end
                    else begin
                        state <= idle_state;
                    end
                end
                start_state: begin
                    if (tx_enb) begin
                        tx <= 1'b0;
                        state <= data_state;
                    end
                    else begin
                        state <= start_state;
                    end
                end
                data_state: begin
                    if (tx_enb) begin
                        tx <= data[index];
                        if (index == 3'd7) begin
                            state <= stop_state;
                            index <= 3'b0;
                        end
                        else begin
                            index <= index + 1'b1;
                        end
                    end
                end
                stop_state: begin
                    if (tx_enb) begin
                        tx <= 1'b1;
                        state <= idle_state;
                    end
                end
                default: begin
                    tx <= 1'b1;
                    state <= idle_state;
                end
            endcase
        end
    end
endmodule
`timescale 1ns/1ps
module uart_receiver(
    input clk,
    input rst,
    input rx,
    input rx_enb,
    input rdy_clr,
    output reg rdy,
    output reg [7:0] data_out
);
    parameter start_state    = 2'b00;
    parameter data_out_state = 2'b01;
    parameter stop_state     = 2'b10;
    reg [1:0] state;
    reg [3:0] sample;
    reg [2:0] index;
    reg [7:0] temp_register;
    reg start_bit_ok;
    reg stop_bit_ok;
    always @(posedge clk) begin
        if (rst) begin
            state <= start_state;
            sample <= 0;
            index <= 0;
            temp_register <= 0;
            data_out <= 0;
            rdy <= 0;
            start_bit_ok <= 0;
            stop_bit_ok <= 0;
        end
        else begin
            if (rdy_clr) begin
                rdy <= 1'b0;
            end
            if (rx_enb) begin
                case (state)
                    start_state: begin
                        if (rx == 1'b0) begin
                            if (sample == 4'd8) begin
                                if (rx == 1'b0) begin
                                    start_bit_ok <= 1'b1;
                                end
                                else begin
                                    start_bit_ok <= 1'b0;
                                end
                            end
                            if (sample == 4'd15) begin
                                sample <= 0;
                                index <= 0;
                                temp_register <= 0;
                                if (start_bit_ok == 1'b1) begin
                                    state <= data_out_state;
                                end
                                else begin
                                    state <= start_state;
                                end
                                start_bit_ok <= 1'b0;
                            end
                            else begin
                                sample <= sample + 1'b1;
                            end
                        end
                        else begin
                            sample <= 0;
                            start_bit_ok <= 0;
                            state <= start_state;
                        end
                    end
                    data_out_state: begin
                        if (sample == 4'd8) begin
                            temp_register[index] <= rx;
                        end
                        if (sample == 4'd15) begin
                            sample <= 0;
                            if (index == 3'd7) begin
                                index <= 0;
                                stop_bit_ok <= 0;
                                state <= stop_state;
                            end
                            else begin
                                index <= index + 1'b1;
                            end
                        end
                        else begin
                            sample <= sample + 1'b1;
                        end
                    end
                    stop_state: begin
                        if (sample == 4'd8) begin
                            if (rx == 1'b1) begin
                                stop_bit_ok <= 1'b1;
                            end
                            else begin
                                stop_bit_ok <= 1'b0;
                            end
                        end
                        if (sample == 4'd15) begin
                            sample <= 0;
                            if (stop_bit_ok == 1'b1) begin
                                data_out <= temp_register;
                                rdy <= 1'b1;
                            end
                            else begin
                                rdy <= 1'b0;
                            end
                            stop_bit_ok <= 1'b0;
                            state <= start_state;
                        end
                        else begin
                            sample <= sample + 1'b1;
                        end
                    end
                    default: begin
                        state <= start_state;
                        sample <= 0;
                        index <= 0;
                        start_bit_ok <= 0;
                        stop_bit_ok <= 0;
                    end
                endcase
            end
        end
    end
endmodule
`timescale 1ns/1ps
module uart_top(
    input clk,
    input rst,
    input wr_en,
    input rdy_clr,
    input [7:0] data_in,
    input rx,
    output tx,
    output busy,
    output rdy,
    output [7:0] data_out
);
    wire tx_enb;
    wire rx_enb;
    baud_generator baud_inst(
        .clk(clk),
        .rst(rst),
        .tx_enb(tx_enb),
        .rx_enb(rx_enb)
    );
    uart_transmitter tx_inst(
        .clk(clk),
        .rst(rst),
        .tx_enb(tx_enb),
        .wr_en(wr_en),
        .data_in(data_in),
        .tx(tx),
        .busy(busy)
    );
    uart_receiver rx_inst(
        .clk(clk),
        .rst(rst),
        .rx(rx),
        .rx_enb(rx_enb),
        .rdy_clr(rdy_clr),
        .rdy(rdy),
        .data_out(data_out)
    );
endmodule
</file>
<file path="flow/config.mk">
export PLATFORM = sky130hd
export DESIGN_NAME = uart_top
export DESIGN_NICKNAME = uart_top
export VERILOG_FILES = /design/flow/design.v
export SDC_FILE = /design/flow/constraint.sdc
export NUM_CORES = 4
export LEC_CHECK = 1
export CORE_UTILIZATION = 50
</file>
<file path="flow/constraint.sdc">
current_design uart_top

set clk_period 2.5
set clk_io_pct 0.2

create_clock -name clk0 -period $clk_period [get_ports {clk}]

set non_clock_inputs [all_inputs -no_clocks]
set_input_delay [expr $clk_period * $clk_io_pct] -clock clk0 $non_clock_inputs
set_output_delay [expr $clk_period * $clk_io_pct] -clock clk0 [all_outputs]
</file>
<file path="flow/run.sh">
#!/bin/bash
# OpenROAD 26Q1-2900-gdf79404cd8, Yosys 0.63+post, stock flow scripts
make -C /OpenROAD-flow-scripts/flow DESIGN_CONFIG=/design/flow/config.mk WORK_HOME=/design/flow/orfs finish
</file>
==> flow_summary.ini <==
; generated from flow reports
[outcome]
status = finished clean

[yosys]
area_leaders = dfxtp_1 43%, mux2i_1 7.6%, nor2_1 5.4%
syn_inst = 266
top_area_frac = 0.427
edf_count = 0
syn_avg_cell_area_um2 = 9.35
ys_area_um2 = 2490
postSynthSeqShare = 0.427
ys.flop_type = dfxtp_1
synth_stat.cells = 266
top_area_cell = dfxtp_1
ys_types = 54
synth_warnings = 3
async_reset_ff_frac = 0
synth_flop_count = 53
synth_area_um2 = 2490

[clocking]
cts_tree = done
root_buffer = clkbuf_8
numCtsBuffers = 5
cts.htree.levels = 2
cts_hold_buf = 0
cts_setup_buffers = 0
clk_pin_slew_ns = 0.09
clk_path_buf_depth = 2
cts_resized = 0
insertion_delay_ns = 0.31
cts_sinks = 53

[grt]
grt_util_all_layers = 0.199
grt_antenna_before_repair = 0
busiest_layer = met2
met3_usage = 0.0380
grt_pass1_vias = 1769
overflow = 0
grt_start_max_net_pins = 23
met2_usage = 0.314
grt_pass1_wl_um = 8060
met1_usage = 0.309

[final_timing]
fin_ws_ns = 0.430
skew_ns = 0.0122
finalHoldViolCount = 0
tightest_slew_ns = 0.813
slew_headroom = 0.454
rsz0062_at_grt = false
setup-tns-final_ns = 0
fmax_mhz = 483
finalSetupViolCount = 0
min_period_ns = 2.07
fin_crit_sh = 0.828
drv_slew = 0

[placement]
dpl_worst_slack_ns = 0.185
dpl_cell_area_um2 = 2770
portBuffers = 23
hpwl_um = 3270
dp_cells = 348
gp_congestion = 0.831

[detailed_routing]
drtIter0Drc = 85
drt-total-wl_um = 4550
diodes = 0
routed_via_density = 5.31
route.detailed.drc = 0
ant_nets = 0
first_pass_iters = 4
vias = 1892
routedWlPerCell_um = 12.8

[worst_setup_path]
path_cells = ha_1, and4_1, and3_1, mux2i_1, nor2_1
worstSetupEndpointType = flop
reg2reg_to = rx_inst.data_out[5]
worstPathRequired_ns = 2.69
worstSetupEndpoint = rx_inst.data_out[5]
reg2reg_slack_ns = 0.43
cpPeakStageDelay_ns = 0.56
crit_start = rx_inst.sample[0]
crit_arrival_ns = 2.26
slowest_stage = and3_1
r2r-start = rx_inst.sample[0]
startpoint_type = flop
path_max_fanout = 9
worstSetupPathType = flop to flop
r2r_cells = 5

[final_layout]
fill_cells = 457
syn2layout_area_growth_pct = 14.9
final_cells = 356
design_area_um2 = 2860
fin_util = 0.601
drive_above_1_share = 0.0830

[die]
pin_count = 24
chipArea_um2 = 5260
num_rows = 25
core_um2 = 4750
fp_util = 0.523
dieHeight_um = 72.5
die_x_um = 72.5

[flow_run]
cap_violations = 0
tool_warnings = 29

[hold_path]
hp-class = flop to flop

[pwr]
peakVddDrop_mv = 0.302
p_leak_nw = 1.09
p_per_area_nw_per_um2 = 507
-- critical path, delay by kind of cell, from the launching register on --
| family | cells | cell delay (ns) |
|---|---|---|
| simple gates | 3 | 0.98 |
| fa+ha+maj | 1 | 0.31 |
| mux | 1 | 0.25 |
| flops | 1 | 0.40 |
-- cell usage in the layout, fill, tap and decap left out, types with 2 or more instances in the layout --
cell type        instances
dfxtp_1                 53
nor2_1                  36
clkdlybuf4s50_1         23
nand2_1                 19
mux2i_1                 19
inv_1                   13
ha_1                    10
nand3_1                  9
a21oi_1                  8
o21ai_0                  6
nor3_1                   6
and3_1                   6
a31oi_1                  5
clkbuf_8                 5
nand2b_1                 4
xnor2_1                  4
a221o_1                  4
xor2_1                   4
buf_4                    4
nor3_2                   3
a211oi_1                 3
a22oi_1                  3
or2_2                    2
nor2b_1                  2
nor4b_1                  2
o211a_1                  2
nand4b_1                 2
a211o_1                  2
nor3b_1                  2
and2_1                   2
mux4_2                   2
clkinvlp_4               2
-- worst min-delay path by stage --
stage | endpoint | depth (start not counted) | startpoint
5_1_grt | baud_inst.counter_rx[0] | 1 | baud_inst.counter_rx[0]
4_1_cts | baud_inst.counter_rx[0] | 1 | baud_inst.counter_rx[0]
6_report | baud_inst.counter_rx[0] | 1 | baud_inst.counter_rx[0]
-- metrics by stage --
step                      power [W]  hold slack [ns]
after floorplan            0.000959            0.401
after global placement      0.00100            0.412
after detailed placement    0.00100            0.413
after CTS                   0.00147            0.439
after global routing        0.00153            0.449
final                       0.00145            0.435
-- Yosys cell counts (2+ instances only) --
cell type and instances:
o211a_1 2, nor3_2 3, nor4b_1 2, or2_2 2
a211oi_1 3, nor2b_1 2, nand3_1 9, and3_1 6
nor3_1 6, ha_1 10, a31oi_1 5, nor2_1 36
a21oi_1 8, xor2_1 4, buf_2 3, dfxtp_1 53
a221o_1 4, nand4b_1 2, o21ai_0 6, mux4_2 2
nand2b_1 4, and2_1 2, a211o_1 2, a22oi_1 3
inv_1 13, mux2i_1 19, nand2_1 19, nor3b_1 2
clkbuf_1 5, buf_1 2, xnor2_1 4
-- kinds of logic after synthesis --
logic type	count (synthesis)	synth area share
flip-flops	53	0.427
XOR/XNOR	8	0.0282
multiplexers	22	0.0991
AND/OR/NAND/NOR	102	0.213
adder cells (fa/ha/maj)	10	0.0503
AND-OR/OR-AND	45	0.138
buffers and inverters	26	0.0453
-- sequential cells by signal, summed over array words and instances, names as in the netlist, named ones only --
name,cells
rx_inst.sample,4
rx_inst.start_bit_ok,1
tx_inst.index,3
rx_inst.rdy,1
tx_inst.data,8
baud_inst.counter_tx,6
rx_inst.stop_bit_ok,1
baud_inst.tx_enb,1
tx_inst.state,1
tx_inst.tx,1
baud_inst.counter_rx,2
rx_inst.state,3
rx_inst.temp_register,8
rx_inst.index,3
rx_inst.data_out,8
baud_inst.rx_enb,1
-- per-layer routing --
layer	routed length (um)	vias up
met5	0	-
met2	2000	29
li1	-	993
met4	25	0
met1	2350	868
met3	176	2
-- report_power, final --
| part | internal, W | leakage, nW | switching [W] |
|---|---|---|---|
| clock | 0.000198 | 0.0374 | 0.000270 |
| combinational | 0.0000527 | 0.623 | 0.0000483 |
| sequential | 0.000866 | 0.430 | 0.0000144 |
-- area by class of cell --
| type | count | area, um^2 | area share |
|---|---|---|---|
| multi-input combinational | 187 | 1310 | 0.460 |
| sequential | 53 | 1060 | 0.371 |
| timing repair buffer | 27 | 260 | 0.0910 |
| tap | 67 | 83.8 | 0.0293 |
| clock buffer | 6 | 72.6 | 0.0254 |
| inverter | 14 | 52.6 | 0.0184 |
| clock inverter | 2 | 15.0 | 0.00525 |
Power and IR drop assume default switching activity.
